===== ./config.mk =====
export PLATFORM = sky130hd
export DESIGN_NAME = control_unit_ed
export DESIGN_NICKNAME = control_unit_ed
export VERILOG_FILES = /design/flow/design.v
export SDC_FILE = /design/flow/constraint.sdc
export NUM_CORES = 4
export LEC_CHECK = 1
export CORE_AREA = 10 10 95 95
export DIE_AREA = 0 0 105 105

===== ./constraint.sdc =====
current_design control_unit_ed

set clk_period 1.8
set clk_io_pct 0.2

create_clock -name clk0 -period $clk_period [get_ports {clock}]

set non_clock_inputs [all_inputs -no_clocks]
set_input_delay [expr $clk_period * $clk_io_pct] -clock clk0 $non_clock_inputs
set_output_delay [expr $clk_period * $clk_io_pct] -clock clk0 [all_outputs]

===== ./design.v =====
`timescale 1ns / 1ns
module control_unit_detection(
    input  clock,
    input  reset,
    input  empty_fin,
    input  cnt1_tc,
    output reg pop_fin,
    output reg sclr_fin,
    output reg push_fout,
    output reg sclr_fout,
    output reg sclr_ew,
    output reg ce_ew,
    output reg add_subn_ew,
    output reg end_sig,
    output reg sclr_cnt1,
    output reg en_cnt1,
    output reg sclr_dres,
    output reg en_dres
);
    (* dont_touch = "true" *) reg [3:0] present_state, next_state;
    parameter RESET_STATE = 4'b0000, WAIT_DATA = 4'b0001, ACCUMULATE1 = 4'b0010;
    parameter ACCUMULATE2 = 4'b0011, COMPARE = 4'b0100, WAIT_COMP = 4'b0101, END_COMP = 4'b0110;
    parameter RESET_ACC = 4'b0111, ACCUMULATE3 = 4'b1000;
    always @ (posedge reset, posedge clock) begin
        if (reset == 1'b1)
            present_state <= RESET_STATE;
        else
            present_state <= next_state;
    end
    always @ (*) begin
        case(present_state)
            RESET_STATE:begin  
                if (empty_fin == 1'b1)
                    next_state = WAIT_DATA;
                else
                    next_state = ACCUMULATE1;
            end
            WAIT_DATA:begin  
                if (empty_fin == 1'b1)
                    next_state = WAIT_DATA;
                else
                    next_state = ACCUMULATE1;
            end
            ACCUMULATE1:begin  
                next_state = ACCUMULATE2;
            end
            ACCUMULATE2:begin  
                if (cnt1_tc == 1)
                    next_state = ACCUMULATE3;
                else
                    next_state = ACCUMULATE2;
            end
            ACCUMULATE3:  
                next_state = COMPARE;
            COMPARE:  
                next_state = WAIT_COMP;
            WAIT_COMP:  
                next_state = END_COMP;
            END_COMP:  
                next_state = RESET_ACC;
            RESET_ACC:begin  
                if (empty_fin == 1)
                    next_state = WAIT_DATA;
                else
                    next_state = ACCUMULATE1;
            end
            default: next_state = RESET_STATE;                
        endcase
    end
    always @ (posedge clock) begin  
        pop_fin <= 1'b0;
        sclr_fin <= 1'b0;
        push_fout <= 1'b0;
        sclr_fout <= 1'b0;
        sclr_ew <= 1'b0;
        ce_ew <= 1'b0;
        add_subn_ew <= 1'b0;
        end_sig <= 1'b0;
        sclr_cnt1 <= 1'b0;
        en_cnt1 <= 1'b0;
        sclr_dres <= 1'b0;
        en_dres <= 1'b0;
        case(next_state)     
            RESET_STATE:begin
                sclr_fin <= 1'b1;
                sclr_fout <= 1'b1;
                sclr_ew <= 1'b1;
                sclr_cnt1 <= 1'b1;
                sclr_dres <= 1'b1;
            end
            WAIT_DATA:
                end_sig <= 0;
            ACCUMULATE1:begin
                pop_fin <= 1'b1;
                en_cnt1 <= 1'b1;
                add_subn_ew <= 1'b1;
            end
            ACCUMULATE2:begin
                ce_ew <= 1'b1;
                push_fout <= 1'b1;
                pop_fin <= 1'b1;
                en_cnt1 <= 1'b1;
                add_subn_ew <= 1'b1;
            end
            ACCUMULATE3:begin
                ce_ew <= 1'b1;
                push_fout <= 1'b1;
                add_subn_ew <= 1'b1;
            end
            COMPARE:begin
                ce_ew <= 1'b1;
                add_subn_ew <= 1'b0;
            end
            WAIT_COMP:begin
                sclr_cnt1 <= 1'b1;
            end
            END_COMP:begin
                end_sig <= 1'b1;
                en_dres <= 1'b1;
            end
            RESET_ACC: begin
                sclr_ew <= 1'b1;
            end
        endcase
    end
endmodule
`timescale 1ns / 1ns
module control_unit_ed(
    input  clock,
    input  reset, 
    input  empty_fin,
    input  cnt1_tc,
    input  cnt2_tc,
    output pop_fin,
    output sclr_fin,
    output pop_fout,
    output push_fout, 
    output sclr_fout,
    output sclr_ew,
    output ce_ew,
    output add_subn_ew,
    output end_sig,
    output sclr_cnt1,
    output en_cnt1,
    output sclr_cnt2,
    output en_cnt2,
    output sclr_dres,
    output en_dres
);
   control_unit_detection cu_detection(
       .clock(clock),
       .reset(reset),
       .empty_fin(empty_fin),
       .cnt1_tc(cnt1_tc),
       .pop_fin(pop_fin),
       .sclr_fin(sclr_fin),
       .push_fout(push_fout),
       .sclr_fout(sclr_fout),
       .sclr_ew(sclr_ew),
       .ce_ew(ce_ew),
       .add_subn_ew(add_subn_ew),
       .end_sig(end_sig),
       .sclr_cnt1(sclr_cnt1),
       .en_cnt1(en_cnt1),
       .sclr_dres(sclr_dres),
       .en_dres(en_dres)
    );
   control_unit_packing cu_packing(
       .clock(clock),
       .reset(reset),
       .end_sig(end_sig),
       .cnt2_tc(cnt2_tc),
       .sclr_cnt2(sclr_cnt2),
       .en_cnt2(en_cnt2),
       .pop_fout(pop_fout)
    );
endmodule
`timescale 1ns / 1ps
module control_unit_packing(
    input  clock,
    input  reset,
    input  end_sig,
    input  cnt2_tc,
    output reg sclr_cnt2,
    output reg en_cnt2,
    output reg pop_fout
    );
    (* dont_touch = "true" *) reg [1:0]present_state, next_state;
    parameter RESET_STATE=3'b000,POP_DATA=3'b001;
    always@(posedge reset, posedge clock) begin
        if(reset == 1) 
            present_state <= RESET_STATE;
        else  
            present_state <= next_state ;
    end
    always @ (*) begin
        case(present_state)
            RESET_STATE:begin
                if (end_sig == 1)
                    next_state = POP_DATA;
                else
                    next_state = RESET_STATE;
            end
            POP_DATA: begin
                if (cnt2_tc == 1) begin
                    if (end_sig == 1)
                        next_state = POP_DATA;
                    else
                        next_state = RESET_STATE;
                end
                else
                    next_state = POP_DATA;
            end
            default: next_state = RESET_STATE;
        endcase
    end
    always @ (posedge clock) begin
        sclr_cnt2 <= 1'b0;
        en_cnt2 <= 1'b0;
        pop_fout <= 1'b0;
        case(next_state)     
            RESET_STATE:begin
                sclr_cnt2 <= 1'b1;
            end
            POP_DATA: begin
                en_cnt2 <= 1'b1;
                pop_fout <= 1'b1;
            end
        endcase
    end
endmodule

===== ./run.sh =====
#!/bin/bash
# OpenROAD 26Q1-2900-gdf79404cd8, Yosys 0.63+post, stock flow scripts
make -C /OpenROAD-flow-scripts/flow DESIGN_CONFIG=/design/flow/config.mk WORK_HOME=/design/flow/orfs finish

==> job_summary.md <==
### Flow metrics

| Metric | Value |
|---|---|
| Core Util at FP | 10.9% |
| CP cell instances | or3_1 -> or4_4 -> a211oi_1 |
| Finished Core Util | 15.7% |
| Worst path bufs/invs | 0 |
| Highest clock rate | 0.632 GHz |
| Most frequent logic cell in the layout | clkdlybuf4s50_1 |
| Final GP Congestion | 0.851 |
| Clk slew on worst S/H paths | 0.07 ns |
| Vias in the first global route | 529 |
| Register share after synthesis | 63.6% |
| Post-CTS Setup Bufs | 0 |
| Max FFs per register | 9 |
| Num rows | 30 |
| Routed Antenna Nets | 0 |
| Largest net degree at the start of global routing | 12 |
| Status | complete, no violations |
| Max Cap Violations | 0 |
| Sequential cell area | 478 um^2 |
| Top-area cell share | 30.0% |
| Synth warn | 2 |
| Worst path required time | 1.97 ns |
| CP Launch Type | register |
| Io pins | 20 |
| Post-synth area from yosys stat | 752 um^2 |
| Hold Vio Cnt, Final | 0 |
| Area delta synth->final | 44.3% |
| Crit path max-delay cell type | or4_4 |
| Crit path max fanout | 3 |
| Vias/cell | 3.02 |
| Later-pin clock latency in the skew report | 0.25 ns |
| Residual DRC | 0 |
| WP data arrival | 1.76 ns |
| Static leakage | 0.413 nW |
| Worst Setup End Kind | register |
| RSZ-0062 raised after global routing | false |
| CTS tree | done |
| Largest area contributor in the netlist | dfrtp_1 |
| Die Height | 105 um |
| CTS Buffer Depth | 2 |
| Port Buffers | 19 |
| Synth cell types | 26 |
| Final period utilization | 87.9% |
| Synth area leaders | dfrtp_1 (30%), dfxtp_1 (27%), dfstp_2 (7.0%) |
| Slew Viols, Final | 0 |
| Die span in x | 105 um |
| Mapped Area | 752 um^2 |
| Final worst path period need | 1.58 ns |
| Placeable Area | 6910 um^2 |
| Setup_tns | 0 ns |
| Fillcell total | 786 |
| M1 WL | 665 um |
| Post-synthesis cell count | 70 |
| Crit Path Class | register to register |
| Top Layout Cells | clkdlybuf4s50_1 (19), nor2_1 (10), dfxtp_1 (10) |
| Metal2 WL | 809 um |
| CP delay by family, top | simple AND/OR/NAND/NOR gates |
| Hold_buf cts | 0 |
| Final Skew | 0.00153 ns |
| Routed WL | 1610 um |
| Die area | 11000 um^2 |
| Ys cells | 70 |
| Antenna violations before repair | 0 |
| Final setup violating endpoints | 0 |
| OpenROAD warning count | 25 |
| Clock root buffer master | clkbuf_8 |
| WL/cell | 8.66 um |
| Detailed placement HPWL | 1280 um |
| P per Cell Area | 899 nW/um^2 |
| Via count | 561 |
| GRT Resource Usage Total | 2.70% |
| Routed wl met3 | 97 um |
| TritonCTS Buffers | 3 |
| Resized Gates After CTS | 0 |
| Worst vdd rail ir drop | 0.165 mV |
| 1st-pass router iterations | 4 |
| Syn_area_per_cell | 10.7 um^2 |
| Total grt overflow | 0 |
| Max layer used | met4 |
| Inserted Diodes | 0 |
| Share of cells above drive strength 1 | 10.0% |
| Sink Count | 21 |
| Logic area | 221 um^2 |
| CTS H-tree lvls | 1 |
| Regs by FF count | cu_detection.present_state (9), cu_packing.present_state (2) |
| First-pass GRT wire length | 2570 um |
| 1st-iter DRT viols | 12 |
| CP peak stage delay | 0.50 ns |
| Worst Hold Class | input port to asynchronous set/reset pin |
| Top reg by flops | cu_detection.present_state |
| Flops after synth | 21 |
[stage by stage]
| stage | setup slack, ns | hold WS (ns) | cell area [um^2] | instances | total power, W |
|---|---|---|---|---|---|
| CTS | 0.218 | 0.426 | 1080 | 186 | 0.000991 |
| detailed placement | 0.0128 | 0.409 | 1040 | 182 | 0.000692 |
| floorplan | 0.302 | 0.211 | 752 | 70 | 0.000607 |
| global route | 0.144 | 0.437 | 1080 | 186 | 0.00102 |
| finish | 0.218 | 0.421 | 1080 | 186 | 0.000975 |
| global placement | 0.0274 | 0.408 | 1040 | 182 | 0.000692 |
[cell usage after synthesis]
master / number
conb_1: 1
nor2b_1: 1
a2111oi_0: 1
dfstp_2: 2
o22ai_1: 1
dfxtp_1: 10
buf_4: 5
nor3_1: 2
o31a_2: 1
nor4_1: 2
o311a_1: 1
a21oi_1: 1
and2_1: 1
nor2_1: 10
or4_4: 1
nand2_1: 6
or3_1: 1
nor3b_1: 1
a211oi_1: 1
a31oi_1: 1
dfrtp_1: 9
inv_1: 4
xnor2_1: 1
o21ai_0: 3
nand2b_1: 2
o21bai_1: 1
[final cells by class]
type / instances / area share (%)
clock buffer: 4 / 4.15
inverter: 4 / 1.38
tap: 96 / 11.1
timing repair buffer: 21 / 18.9
sequential: 21 / 44.1
multi-input combinational: 40 / 20.4
[kinds of logic after synthesis]
family	synth area share, %
xor gates and xnor gates	1.16
AOI/OAI and AO/OA	10.2
DFF	63.6
other	0.499
and+or+nand+nor	17.6
buffers and inverters	6.99
[path summary, 6_finish.rpt]
check | from | end | slack, ns | depth (start not counted)
max reg2reg | cu_detection.present_state[5]$_DFF_PP0_ | cu_detection.sclr_ew$_DFF_P_ | 0.22 | 3
max | cu_detection.present_state[5]$_DFF_PP0_ | cu_detection.sclr_ew$_DFF_P_ | 0.22 | 3
min | reset | cu_detection.present_state[3]$_DFF_PP0_ | 0.42 | 2
min reg2reg | cu_detection.present_state[1]$_DFF_PP0_ | cu_detection.present_state[2]$_DFF_PP0_ | 0.43 | 0
max in group asynchronous | reset | cu_packing.present_state[0]$_DFF_PP1_ | 1.06 | 2
min in group clk0 | cu_detection.present_state[1]$_DFF_PP0_ | cu_detection.present_state[2]$_DFF_PP0_ | 0.43 | 0
[metal layers]
metal | global-route usage (%) | vias to the layer above
met2 | 4.67 | 17
met5 | 0 | -
met4 | 0.784 | 0
li1 | - | 272
met3 | 0.683 | 4
met1 | 3.21 | 268
[worst register-to-register path, delay by kind of cell (launching register included)]
family | cells | cell delay, ns
DFF | 1 | 0.39
and+or+nand+nor | 2 | 0.91
AOI/OAI and AO/OA | 1 | 0.20
[power by group]
group / switching [W] / internal [W] / leakage, nW / total, W
logic: 0.0000543 / 0.0000861 / 0.173 / 0.000140
registers: 0.0000270 / 0.000512 / 0.217 / 0.000539
clock network: 0.000138 / 0.000157 / 0.0228 / 0.000295
Power is estimated from default activity; no workload was simulated.
