===== flow/config.mk =====
export PLATFORM = sky130hd
export DESIGN_NAME = cu_fft_controller
export DESIGN_NICKNAME = cu_fft_controller
export VERILOG_FILES = /design/flow/design.v
export SDC_FILE = /design/flow/constraint.sdc
export NUM_CORES = 4
export LEC_CHECK = 1
export CORE_AREA = 10 10 70 70
export DIE_AREA = 0 0 80 80

===== flow/constraint.sdc =====
current_design cu_fft_controller

set clk_period 2.2
set clk_io_pct 0.2

create_clock -name clk0 -period $clk_period [get_ports {clock}]

set non_clock_inputs [all_inputs -no_clocks]
set_input_delay [expr $clk_period * $clk_io_pct] -clock clk0 $non_clock_inputs
set_output_delay [expr $clk_period * $clk_io_pct] -clock clk0 [all_outputs]

===== flow/design.v =====
`timescale 1ns / 1ns
module cu_fft_controller(
    input clock,
    input reset,
    input ready,
    input dv_fft_core,
    input tc_counter,
    input ready_recv_config,
    output reg sclr_fft_core,
    output reg start_fft_core,
    output reg unload_fft_core,
    output reg en_counter,
    output reg sclr_counter
    );
    initial sclr_fft_core = 1'b0;
    (* dont_touch = "true" *)reg [6:0] present_state, next_state;
    parameter RESET_STATE = 3'b000, START_FFT = 3'b001, LOAD_FFT = 3'b010;
    parameter WAITING_PROCESSING = 3'b011, UNLOAD_EN = 3'b100, WAITING_DV = 3'b101, UNLOAD = 3'b110;
    parameter SET_SCALING = 3'b111;
    always @ (posedge reset, posedge clock) begin
        if (reset == 1) 
            present_state <= RESET_STATE;
        else    
            present_state <= next_state;
    end
    always @ (*) begin
        case (present_state)
            RESET_STATE:  
                next_state = SET_SCALING;
            SET_SCALING:  
                if (ready == 1'b1)
                    next_state = START_FFT;
                else
                    next_state = SET_SCALING;
            START_FFT: 
                next_state = LOAD_FFT;
            LOAD_FFT: 
                if (tc_counter == 1'b1)
                    next_state = WAITING_PROCESSING;
                else
                    next_state = LOAD_FFT;
            WAITING_PROCESSING:  
                if (dv_fft_core == 1'b1)
                    next_state = UNLOAD;
                else
                    next_state = WAITING_PROCESSING;
            UNLOAD:  
                if (dv_fft_core == 1'b0)
                    if (ready == 1)
                        next_state = START_FFT;
                    else
                        next_state = SET_SCALING;
                else
                    next_state = UNLOAD;
            default: next_state = RESET_STATE;
        endcase
    end
    always @ (posedge clock) begin  
        sclr_fft_core <= 1;
        start_fft_core <= 0; 
        unload_fft_core <= 0;
        en_counter <= 0;
        sclr_counter <= 0;
        case(next_state)  
            RESET_STATE:begin
                sclr_counter <= 1'b1;
                sclr_fft_core <= 1'b0;
            end
            SET_SCALING: begin
            end
            START_FFT:begin
                start_fft_core <= 1'b1;
                en_counter <= 1'b1;
            end
            LOAD_FFT: begin
                start_fft_core <= 1'b1;
                en_counter <= 1'b1;
            end
            UNLOAD: begin
                unload_fft_core <= 1'b1;
            end
        endcase
    end
endmodule

===== flow/run.sh =====
#!/bin/bash
# OpenROAD 26Q1-2900-gdf79404cd8, Yosys 0.63+post, stock flow scripts
make -C /OpenROAD-flow-scripts/flow DESIGN_CONFIG=/design/flow/config.mk WORK_HOME=/design/flow/orfs finish

==> run notes <==
yosys + openroad results -> average size of a mapped cell=11.4 sq um, cells in synth_stat.txt=35, Fin. Hold Viols=0, Tool Warnings=26, power per cell area=727 nW/um^2, top cells by count=dfrtp_1 (5), dfxtp_1 (4), inv_1 (4), CP Launch Point=dv_fft_core, row count=21, core area=3420 sq um, via count=257, Slew Limit Fails=0, clk buf depth=2, CTS tree=yes, worst-path maximum fanout=5, Buffers on Ports=9, Residual DRC=0, number of synthesized flops with an enable pin=0, outcome=completed, synthesized area=398 sq um, antenna violations before repair=0, tally of unique sky130hd cells used after synthesis=19, Worst Path Arrival=1.70 ns, Chip Area=6400 sq um, cts repair resizes=0, Post-DRT Antenna Nets=0, Reg clk slew, reported paths=0.07 ns, Top Ports=11, Setup Skew=0.00592 ns, gr usage total=2.57%, GPL Wtd Cong=0.774, top cells, area=dfrtp_1 (31%), dfxtp_1 (20%), a2111oi_4 (6.9%), dfstp_2 (6.6%), inv_1 (3.8%), total clock buffers created by CTS=3, first-pass GRT wire length=1260 microns, Hold Path Class=in -> async, post-synth area from yosys stat=398 sq um, R2R cell count=3, gr ovfl total=0, hold buffer count at CTS=0, DRT iter0 DRCs=1, RR Endpoint=start_fft_core, hold_ws=0.378 ns, H-tree level count=1, Flops after synth=10, clk sinks=10, nature of the critical path endpoint=flop, FILL cells=392, Post-synth seq share=58.2%, Area leader share=31.4%, Final period util=69.9%, max-capacitance violation count=0, ant diodes=0, fraction of layout instances using a drive strength above 1=14.9%, worst skew pair latency=0.27 ns, layout overhead on the synthesized area=44.3%, fmax=650 MHz, WS Path Type=in -> reg, type of origin of the critical path=input port, die x size=80 microns, CTS root buffer=clkbuf_4, min Tclk post-route=1.54 ns, Die Ht=80 microns, worst r2r src=present_state[2], total power=0.417 mW, largest net degree at the start of global routing=7, Worst Path Required=2.36 ns, vias in the first global route=295, Leakage=0.229 nW, FF-to-FF setup slack=0.94 ns, initial core utilization=11.6%, critical path endpoint=start_fft_core, leading cell type by number of instances after synthesis=dfrtp_1, Final setup viols=0, final setup TNS=0 ns, Total Wirelength=769 microns, area leader, netlist=dfrtp_1, Cells after Synth=35, Ys Warns=1, Post-synth top flop=dfrtp_1, DRT Pass-1 Iters=2, WL/cell=8.27 microns, DR vias/cell=2.76, number of setup buffers added after CTS=0, async set-reset flop share out of synthesis=60.0%, unrepaired setup endpoints after global routing=no, VDD IR max=0.224 mV
-- registers in the layout, indices dropped and copies added, names as in the netlist --
register	cells
start_fft_core	1
unload_fft_core	1
present_state	6
sclr_fft_core	1
sclr_counter	1
-- per-stage QoR --
step	util, %	instances	setup WS, ns	instance area (sq um)
6_report	16.8	93	0.662	574
5_1_grt	16.8	93	0.607	574
4_1_cts	16.8	93	0.665	574
3_5_place_dp	15.8	89	0.398	538
3_3_place_gp	15.8	89	0.415	538
2_1_floorplan	-	35	1.02	398
-- final cells by class --
class	count	area (sq um)	area share, %
Inverter	4	15.0	2.61
Timing Repair Buffer	9	90.1	15.7
Multi-Input combinational cell	20	144	25.1
Sequential cell	10	231	40.3
Tap cell	46	57.6	10.0
Clock buffer	4	36.3	6.32
-- cells by family (layout without fill, tap and decap cells) --
family	Yosys count	count (layout)	share of synthesized area (%)
and+or+nand+nor	12	12	15.4
other	1	1	0.942
DFF	10	10	58.2
xor gates and xnor gates	1	1	2.20
buffers and inverters	5	17	5.66
AOI/OAI and AO/OA	6	6	17.6
-- power breakdown --
part | switching (mW) | total (mW) | internal, mW | leakage (nW)
registers | 0.0127 | 0.209 | 0.196 | 0.102
clock network | 0.0620 | 0.162 | 0.100 | 0.0210
logic | 0.0195 | 0.0461 | 0.0267 | 0.105
total | 0.0942 | 0.417 | 0.323 | 0.229
-- worst min-delay path by stage --
stage / to / slack [ns] / start / cells past startpoint
6_report: present_state[4] / 0.38 / reset / 2
5_1_grt: present_state[4] / 0.40 / reset / 2
4_1_cts: present_state[4] / 0.38 / reset / 2
-- per-layer routing --
metal / track usage [%] / wire length [microns]
met4: 0.352 / 11
met1: 2.78 / 359
met3: 1.93 / 68
met2: 4.01 / 330
met5: 0 / 0
-- critical path, cell delays in order --
cell and delay (ns):
clkdlybuf4s50_1 0.62, or2b_1 0.18, o2111ai_2 0.15, xnor2_1 0.15, and2_1 0.16
-- cells in the final DEF, fill, tap and decap left out --
| cell type | Yosys | final |
|---|---|---|
| o21bai_1 | 1 | 1 |
| clkbuf_4 | 0 | 3 |
| inv_1 | 4 | 4 |
| o21a_1 | 1 | 1 |
| dfrtp_1 | 5 | 5 |
| clkdlybuf4s50_1 | 0 | 9 |
| xnor2_1 | 1 | 1 |
| clkbuf_8 | 0 | 1 |
| nor2b_1 | 2 | 2 |
| a21o_1 | 1 | 1 |
| and2_1 | 2 | 2 |
| a2111oi_4 | 1 | 1 |
| or2b_1 | 1 | 1 |
| o21ai_0 | 1 | 1 |
| conb_1 | 1 | 1 |
| nor2_1 | 3 | 3 |
| o2111ai_2 | 1 | 1 |
| nor3_1 | 2 | 2 |
| nand2_1 | 2 | 2 |
| dfstp_2 | 1 | 1 |
| dfxtp_1 | 4 | 4 |
Power figures rest on the tool's default switching activity, not on a simulated workload.
